<file path="design/flow/constraint.sdc">
current_design Countdown

set clk_period 35.9
set clk_io_pct 0.2

create_clock -name clk0 -period $clk_period [get_ports {clock}]

set non_clock_inputs [all_inputs -no_clocks]
set_input_delay [expr $clk_period * $clk_io_pct] -clock clk0 $non_clock_inputs
set_output_delay [expr $clk_period * $clk_io_pct] -clock clk0 [all_outputs]
</file>
<file path="design/flow/config.mk">
export PLATFORM = sky130hd
export DESIGN_NAME = Countdown
export DESIGN_NICKNAME = Countdown
export VERILOG_FILES = /design/flow/design.v
export SDC_FILE = /design/flow/constraint.sdc
export NUM_CORES = 4
export LEC_CHECK = 1
export CORE_UTILIZATION = 30
</file>
<file path="design/flow/run.sh">
#!/bin/bash
# OpenROAD 26Q1-2900-gdf79404cd8, Yosys 0.63+post, stock flow scripts
make -C /OpenROAD-flow-scripts/flow DESIGN_CONFIG=/design/flow/config.mk WORK_HOME=/design/flow/orfs finish
</file>
<file path="design/flow/design.v">
module Countdown(
clock,
reset,
beep,
bs0,
bs1,
clock_5,
clock_10,
clock_f,
TimeH,
TimeL
);
 input clock;
 input reset;
 output [6:0] bs0;
 output [6:0] bs1;
 output beep;
 output clock_5;
 output clock_10;
 output clock_f;
 output [3:0] TimeL;
 output [3:0] TimeH;
 FD f(
 .clock(clock),
 .reset(reset),
 .clock_F(clock_f),
 .clock_5(clock_5),
 .clock_10(clock_10)
 );
 Counter counter(
 .clock_1(clock_f),
 .reset(reset),
 .TimeH(TimeH),
 .TimeL(TimeL),
 .beep(beep)
 );
 Seg_display seg_display(
 .clock(clock_f),
 .reset(reset),
 .TimeH(TimeH),
 .TimeL(TimeL),
 .bs0(bs0),
 .bs1(bs1)
 );
 endmodule
 module Counter(
 clock_1,
 reset,
 TimeH,
 TimeL,
 beep 
 );
 input clock_1;
 input reset;
 output reg [3:0]TimeH; 
 output reg [3:0]TimeL;
 output beep;
 assign beep =({TimeH,TimeL}==8'h00); 
 initial {TimeH,TimeL} = 8'h15;
always@(posedge clock_1 or negedge reset)
	begin
		if(!reset)
			{TimeH,TimeL} <= 8'h15;
		else if({TimeH,TimeL}==8'h00)
			{TimeH,TimeL} <={TimeH,TimeL};
		else if(TimeL==4'h0)
			begin
				TimeH <=TimeH-4'h1;
				TimeL <=4'h9;
			end
		else
			begin
				TimeH <=TimeH;
				TimeL <=TimeL-4'b1;
			end
	end
endmodule
module FD(
clock,
reset,
clock_F,
clock_5,
clock_10
);
input clock;
input reset;
output  clock_F;
output  clock_5;
output  clock_10;
wire c;
wire o;
assign clock_5=c;
assign clock_10=o;
F_5 fd(
.clock(clock),
.reset(reset),
.clock_5(c)
);
F_10 f10(
.clock(c),
.reset(reset),
.clock_10(o)
);
F_1 f1(
.clock(o),
.reset(reset),
.clock_f(clock_F)
);
endmodule
 module F_1(
 clock,
 reset,
 clock_f
 );
 input  clock;
 input  reset;
 output  clock_f;
  parameter	WIDTH	= 51; 
  parameter	N	= 100;   
 reg  [WIDTH-1:0] cnt_1,cnt_0; 
 reg  clock_1,clock_0;
 always @ (posedge clock or negedge reset) 
		begin
			if(!reset)
				cnt_1<=0;
         else if (cnt_1==N-1)
				cnt_1<=0;
			else cnt_1<=cnt_1+1;  
		end
always @ (posedge clock or negedge reset)
		begin
			if(!reset)
				clock_1<=0;
			else if (cnt_1<(N>>1))
				clock_1<=0;
			else 
				clock_1<=1;
		end
always @ (negedge clock or negedge reset)
		begin
			if(!reset)
				cnt_0<=0;
			else if (cnt_0==(N-1))
				cnt_0<=0;
			else cnt_0<=cnt_0+1;
		end
always @ (negedge clock or negedge reset)
		begin
			if(!reset)
				clock_0<=0;
			else if (cnt_0<(N>>1))  
				clock_0<=0;
			else 
				clock_0<=1;
		end
assign  clock_f=clock_1&clock_0;
endmodule
 module F_10(
 clock,
 reset,
 clock_10
 );
 input  clock;
 input  reset;
 output  clock_10;
  parameter	WIDTH	= 501; 
  parameter	N	= 1000;   
 reg  [WIDTH-1:0] cnt_1,cnt_0; 
 reg  clock_1,clock_0;
 always @ (posedge clock or negedge reset) 
		begin
			if(!reset)
				cnt_1<=0;
         else if (cnt_1==N-1)
				cnt_1<=0;
			else cnt_1<=cnt_1+1;  
		end
always @ (posedge clock or negedge reset)
		begin
			if(!reset)
				clock_1<=0;
			else if (cnt_1<(N>>1))
				clock_1<=0;
			else 
				clock_1<=1;
		end
always @ (negedge clock or negedge reset)
		begin
			if(!reset)
				cnt_0<=0;
			else if (cnt_0==(N-1))
				cnt_0<=0;
			else cnt_0<=cnt_0+1;
		end
always @ (negedge clock or negedge reset)
		begin
			if(!reset)
				clock_0<=0;
			else if (cnt_0<(N>>1))  
				clock_0<=0;
			else 
				clock_0<=1;
		end
assign  clock_10=clock_1&clock_0;
endmodule
module F_5(
 clock,
 reset,
 clock_5
 );
 input clock;
 input  reset;
 output  clock_5;
  parameter	WIDTH	= 251; 
  parameter	N	= 500;    
 reg  [WIDTH-1:0] cnt_1,cnt_0; 
 reg  clock_1,clock_0;
 always @ (posedge clock or negedge reset) 
		begin
			if(!reset)
				cnt_1<=0;
         else if (cnt_1==N-1)
				cnt_1<=0;
			else cnt_1<=cnt_1+1;  
		end
always @ (posedge clock or negedge reset)
		begin
			if(!reset)
				clock_1<=0;
			else if (cnt_1<(N>>1))
				clock_1<=0;
			else 
				clock_1<=1;
		end
always @ (negedge clock or negedge reset)
		begin
			if(!reset)
				cnt_0<=0;
			else if (cnt_0==(N-1))
				cnt_0<=0;
			else cnt_0<=cnt_0+1;
		end
always @ (negedge clock or negedge reset)
		begin
			if(!reset)
				clock_0<=0;
			else if (cnt_0<(N>>1))  
				clock_0<=0;
			else 
				clock_0<=1;
		end
assign  clock_5=clock_1&clock_0;
endmodule
 module Seg_display(
 clock,
 reset,
 TimeH,
 TimeL,
 bs0,
 bs1
 );
 input clock;
 input reset;
 input [3:0]TimeH;
 input [3:0]TimeL;
 output reg[6:0] bs0; 
 output reg[6:0] bs1;
 reg[3:0] dispH; 
 reg[3:0] dispL;
always @(posedge clock or negedge reset)
	begin
	 if(!reset) begin
			{dispH,dispL} = 8'h15;
			end else begin
 	dispH <= TimeH;
 	dispL <= TimeL;
	end
	end
	always @(posedge clock or negedge reset)
	begin
		if(!reset) begin
			bs1 <= 7'h79;
		end
		else begin
			case(dispH) 
				4'h0:begin	
 				 bs1 <= 7'h40;
			   end
				4'h1:begin
 				 bs1 <= 7'h79;
				end
				4'h2:begin
				 bs1 <= 7'h24;
				end
				4'h3:begin
				 bs1 <= 7'h30;
				end
				4'h4:begin
				 bs1 <= 7'h19;
				end
				4'h5:begin
				 bs1 <= 7'h12;
				end
				4'h6:begin
				 bs1 <= 7'h2;
				end
				4'h7:begin
				 bs1 <= 7'h78;
				end 
				4'h8:begin
				 bs1 <= 7'h00;
				end
				4'h9:begin
				 bs1 <= 7'h10;
				end
			endcase
		end
	end
always @(posedge clock or negedge reset)
	begin
		if(!reset) begin
			bs0 <= 7'h12;
		end
		else begin
			case(dispL) 
				4'h0:begin	
				 bs0 <= 7'h40;
			   end
				4'h1:begin
			    bs0 <= 7'h79;
				end
				4'h2:begin
				 bs0 <= 7'h24;
				end
				4'h3:begin
			    bs0 <= 7'h30;
				end
				4'h4:begin
				 bs0 <= 7'h19;
				end
				4'h5:begin
			  	 bs0 <= 7'h12;
				end
				4'h6:begin
				 bs0 <= 7'h2;
				end
				4'h7:begin
		       bs0 <= 7'h78;
				end 
				4'h8:begin
				 bs0 <= 7'h00;
				end
				4'h9:begin
				 bs0 <= 7'h10;
				end
			endcase
		end
	end
endmodule
</file>
==> Changelog: implementation <==
### Metrics

- Category of the worst setup path launch point: flop
- Post-layout utilization of the core: 0.331
- Worst-path fanout max: 19
- Critical path endpoint category: output port
- Remaining DRCs: 0
- Total count of hold-check failures in the final report: 0
- Yosys synthesis warning count: 5
- Top area contributor share: 0.222
- Ys async rst share: 1.00
- Count of flip-flops with a built-in enable after synthesis: 0
- Clock power frac: 0.488
- VDD IR-drop max: approximately 0.025 mV
- Buffers inserted by post-CTS timing repair: 0
- GRT Total Usage: 0.267
- Setup TNS: 0 ns
- Iteration-0 DRC count of the detailed router: between 8000 and 9000
- Switching share of power: 0.242
- # Cells Yosys: 10352
- Placeable core region: 307000 um2
- Post-CTS Hold Buffers: 0
- Die extent in y: 558 um
- Result of the run: completed
- First-pass GRT wire length: 594000 um
- Synth Register Bits: 1642
- Data required time of the worst path: 28.72 ns
- Tightest slew margin relative to the limit: 0.243
- CTS tree: yes
- Number of antenna violations at the first check in global routing: 12
- Lkg Pwr: 40.8 nW
- # IOs: 28
- Number of cells after detailed placement: 14537
- Per-cell via count in the routed design: around 5.9
- Tightest Pin Transition: 1.12 ns
- Clock slew at the register clock pins of the worst setup and hold paths: ~0.040 ns
- Number of rows created at floorplan: 203
- Internal power contribution: 0.900 mW
- Post-Syn Area per Cell: between 8 and 9 um2
- Seq share, synth: 0.443
- Final non-filler cell total: about 15000
- Pre-Place Util: 0.302
- Part of the total power dissipated in sequential elements: 0.479
- Share of layout cells above drive strength 1: 0.0532
- Post-cts resize count: 0
- Worst hold path type: flop to flop
- Power density of the placed cells: 11.7 nW/um2
- Netlist Area Pre-Place: 92800 um2
- Number of global-route vias before repair: about 82000
- Commonest cells after routing, fill and taps aside: 1043 x nand4_1, 1035 x nor4_1, 973 x nand2_1, 954 x nand3_1, 871 x nor2_1
- Maximum number of pins on one net before global-route repair: around 170
- Total power: 1.19 mW
- Final HPWL from detailed placement: 326000 um
- Total of max-cap violations: 0
- Vias after detailed routing: 86017
- Count of input and output buffers: 27
- Final wirelength: 406000 um
- Library cell used as clock root buffer: clkbuf_16
- Syn Inst Count: 10352
- Number of unconstrained endpoints: roughly 1200
- Most common logic cell in the routed design: nand4_1
- Arrival time at the worst endpoint: roughly 20 ns
- Number of CTS-inserted buffers: 51
- OpenROAD warning count: 35
- Pre-Repair DR Iteration Count: 6
- Total die size: 312000 um2
- Yosys chip area: slightly above 90000 um2
- Number of instances on the worst hold path: 1
- Main flop type after synthesis: dfrtp_1
- Count of cells along the worst register-to-register path: 7
- Worst-case clock skew: 0.0139 ns
- Width of the die: about 560 um
- Unrepaired setup endpoints after global routing: false
- Cell taking the most area after synthesis: dfrtp_1
- Routability congestion estimate: 1.06
- Number of max-slew violations in the final report: 0
- Aggregate global routing overflow: 0
- H-Tree Depth: 2
- Routed len/inst: 27.8 um
- Post-route antenna net violation count: 0
- Worst setup path category: flop to output port
- Register pins left without a clock: 1138
- Unique cell type count in the Yosys netlist: between 60 and 70
- Area contributors post-synth: dfrtp_1 22%, dfrtn_1 22%, xor2_1 7.8%
- Combinational share of power: 0.033
- P&R area growth vs syn: 9.59%
- Switching power total: 0.287 mW
- Final-report setup violation count: 0
- Largest buffer count on any clock path: 3
- Worst-Skew Late Latency: 0.63 ns
==> power by group through the flow <==
stage / logic [mW] / registers (mW) / clock network (mW)
4_1_cts: 0.0422 / 0.569 / 0.592
5_1_grt: 0.0470 / 0.568 / 0.616
6_report: 0.0391 / 0.569 / 0.579
==> logic make-up (layout without fill, tap and decap cells) <==
| logic type | Yosys count | after routing | synth area share |
|---|---|---|---|
| AND-OR/OR-AND | 43 | 43 | 0.00295 |
| XOR/XNOR | 1597 | 1597 | 0.151 |
| adder cells (fa/ha/maj) | 8 | 8 | 0.00108 |
| buffers and inverters | 470 | 648 | 0.0193 |
| flip-flops | 1642 | 1642 | 0.443 |
| other | 0 | 6 | 0 |
| AND/OR/NAND/NOR | 6592 | 6592 | 0.383 |
==> state kept, by name (all words and copies together) (netlist names) <==
register / count
f.f10.cnt_1: 501
counter.TimeL: 4
counter.TimeH: 4
f.fd.clock_1: 1
f.f1.cnt_0: 51
f.f10.clock_0: 1
f.f1.clock_1: 1
seg_display.bs1: 7
seg_display.dispL: 4
f.f1.clock_0: 1
f.f10.clock_1: 1
f.fd.cnt_1: 251
f.fd.cnt_0: 251
f.fd.clock_0: 1
seg_display.bs0: 7
f.f10.cnt_0: 501
f.f1.cnt_1: 51
seg_display.dispH: 4
==> cell type report <==
cell class	count	area [um2]
sequential	1642	41100
inverter	190	713
clock buffer	61	1380
clock inverter	32	408
fill	32162	205000
antenna	6	15.0
multi-input combinational	8240	50100
timing repair buffer	365	2850
tap	4100	5130
==> metrics by stage <==
stage	hold slack (ns)	area (um2)	setup WS, ns
2_1_floorplan	0.379	92800	3.89
3_3_place_gp	0.408	99900	8.84
3_5_place_dp	0.414	99900	8.83
4_1_cts	0.414	102000	8.71
5_1_grt	0.456	102000	8.66
6_report	0.408	102000	8.72
==> metal layers <==
metal,vias up,share of wire,track usage
met5,-,0.00022,0
met4,12,0.044,0.0900
met3,809,0.093,0.0668
met2,3918,0.43,0.384
met1,42654,0.44,0.400
li1,38624,-,-
==> worst max-delay path, cell delays in order (launching register included) <==
cell,delay (ns)
dfrtn_1,0.39
and2_4,0.33
clkdlybuf4s50_1,0.71
==> synthesized netlist by cell type, types with 5 or more instances <==
cell type and number:
nor4bb_1 6, nand3b_1 15, o21ai_0 12, or4_1 107, dfstp_2 13, nor4b_1 29, or3_1 102, and3_1 313
nor4_1 1060, dfrtp_1 823, a21oi_1 11, nor2_1 871, nand2_1 973, clkbuf_1 258, nand4b_1 30, dfrtn_1 806
or4b_2 8, nand3_1 954, buf_1 9, or2_2 49, nand2b_1 25, nor3b_1 16, xnor2_1 770, clkbuf_2 5
ha_1 8, nor3_1 671, and2_1 118, and4_1 139, nor4_2 13, nand4_1 1043, nor2b_1 22, inv_1 190
buf_2 7, xor2_1 826
==> final timing paths <==
kind                       slack [ns]           start         endpoint
setup reg to reg                31.64  f.fd.cnt_1[10]  f.fd.cnt_1[250]
max in group asynchronous        9.61           reset    f.fd.cnt_0[3]
setup / recovery                 8.72    f.fd.clock_0          clock_5
min in group asynchronous        7.19           reset  f.fd.cnt_1[227]
hold / removal                   0.41   f.fd.cnt_0[0]    f.fd.cnt_0[0]
hold reg to reg                  0.41   f.fd.cnt_0[0]    f.fd.cnt_0[0]
Power figures rest on the tool's default switching activity, not on a simulated workload.
